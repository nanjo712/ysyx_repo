==> /design/flow/design.v <==
module BarrelShift(
    input [7:0] din,
    input [2:0] shift,
    input dir,    
    input arith,  
    output [7:0] dout
);
    wire [7:0] left_1 = { din[6:0], 1'b0 };
    wire [7:0] right_1 = { arith ? din[7] : 1'b0, din[7:1] };
    wire [7:0] out1;
    wire [7:0] left_2 = { out1[5:0], 2'b00};
    wire [7:0] right_2 = { arith ? {2{out1[7]}} : 2'b00, out1[7:2] };
    wire [7:0] out2;
    wire [7:0] left_4 = { out2[3:0], 4'b0000};
    wire [7:0] right_4 = { arith ? {4{out2[7]}} : 4'b0000, out2[7:4] };
    wire [7:0] out4;
    assign dout = out4;
    genvar i;
    generate 
        for (i = 0; i < 8; i = i + 1) begin : gen1
            MuxKey #(4, 2, 1) i0 (
                .out(out1[i]),
                .key({dir,shift[0]}),
                .lut({
                    2'b00, din[i],
                    2'b01, left_1[i],
                    2'b10, din[i],
                    2'b11, right_1[i]
                })
            );
        end
    endgenerate
    generate 
        for (i = 0; i < 8; i = i + 1) begin : gen2
            MuxKey #(4, 2, 1) i0 (
                .out(out2[i]),
                .key({dir,shift[1]}),
                .lut({
                    2'b00, out1[i],
                    2'b01, left_2[i],
                    2'b10, out1[i],
                    2'b11, right_2[i]
                })
            );
        end
    endgenerate
    generate 
        for (i = 0; i < 8; i = i + 1) begin : gen4
            MuxKey #(4, 2, 1) i0 (
                .out(out4[i]),
                .key({dir,shift[2]}),
                .lut({
                    2'b00, out2[i],
                    2'b01, left_4[i],
                    2'b10, out2[i],
                    2'b11, right_4[i]
                })
            );
        end
    endgenerate
endmodule  
module MuxKey #(NR_KEY = 2, KEY_LEN = 1, DATA_LEN = 1) (
  output [DATA_LEN-1:0] out,
  input [KEY_LEN-1:0] key,
  input [NR_KEY*(KEY_LEN + DATA_LEN)-1:0] lut
);
  MuxKeyInternal #(NR_KEY, KEY_LEN, DATA_LEN, 0) i0 (out, key, {DATA_LEN{1'b0}}, lut);
endmodule
module MuxKeyInternal #(NR_KEY = 2, KEY_LEN = 1, DATA_LEN = 1, HAS_DEFAULT = 0) (
  output reg [DATA_LEN-1:0] out,
  input [KEY_LEN-1:0] key,
  input [DATA_LEN-1:0] default_out,
  input [NR_KEY*(KEY_LEN + DATA_LEN)-1:0] lut
);
  localparam PAIR_LEN = KEY_LEN + DATA_LEN;
  wire [PAIR_LEN-1:0] pair_list [NR_KEY-1:0];
  wire [KEY_LEN-1:0] key_list [NR_KEY-1:0];
  wire [DATA_LEN-1:0] data_list [NR_KEY-1:0];
  generate
    for (genvar n = 0; n < NR_KEY; n = n + 1) begin
      assign pair_list[n] = lut[PAIR_LEN*(n+1)-1 : PAIR_LEN*n];
      assign data_list[n] = pair_list[n][DATA_LEN-1:0];
      assign key_list[n]  = pair_list[n][PAIR_LEN-1:DATA_LEN];
    end
  endgenerate
  reg [DATA_LEN-1 : 0] lut_out;
  reg hit;
  integer i;
  always @(*) begin
    lut_out = 0;
    hit = 0;
    for (i = 0; i < NR_KEY; i = i + 1) begin
      lut_out = lut_out | ({DATA_LEN{key == key_list[i]}} & data_list[i]);
      hit = hit | (key == key_list[i]);
    end
    if (!HAS_DEFAULT) out = lut_out;
    else out = (hit ? lut_out : default_out);
  end
endmodule
==> /design/flow/run.sh <==
#!/bin/bash
# OpenROAD 26Q1-2900-gdf79404cd8, Yosys 0.63+post, stock flow scripts
make -C /OpenROAD-flow-scripts/flow DESIGN_CONFIG=/design/flow/config.mk WORK_HOME=/design/flow/orfs finish
==> /design/flow/config.mk <==
export PLATFORM = sky130hd
export DESIGN_NAME = BarrelShift
export DESIGN_NICKNAME = BarrelShift
export VERILOG_FILES = /design/flow/design.v
export SDC_FILE = /design/flow/constraint.sdc
export NUM_CORES = 4
export LEC_CHECK = 1
export CORE_AREA = 10 10 70 70
export DIE_AREA = 0 0 80 80
==> /design/flow/constraint.sdc <==
current_design BarrelShift

set clk_period 1.9
set clk_io_pct 0.2

create_clock -name clk0 -period $clk_period

set non_clock_inputs [all_inputs -no_clocks]
set_input_delay [expr $clk_period * $clk_io_pct] -clock clk0 $non_clock_inputs
set_output_delay [expr $clk_period * $clk_io_pct] -clock clk0 [all_outputs]
==> CHANGELOG.md <==
### Metrics

* DRC at 0
* Drt first pass iters at 4
* Largest net degree at the start of global routing at 15
* Layout cell share with drive strength beyond 1 at 0.485
* RSZ-0062 raised after global routing: true
* Hold crit path type: in2out
* Setup TNS at -0.000220 ns
* # Cells Yosys at 97
* Post-DR vias/cell at 5.11
* Ys Warns at 1
* Post-Synth AOI/OAI Area at 0.332
* Worst-margin pin slew at 0.286 ns
* Fmax at 526 MHz
* Critical path type: in2out
* Tool warnings at 33
* Post-synthesis simple-gate area fraction at 0.207
* Net Switching at 135 uW
* Total die size at 0.00640 mm2
* Crit path DRT at 1.52 ns
* Core ar. at 0.00342 mm2
* Gpl congestion at 0.867
* Comb area leader: AND-OR/OR-AND gates
* Final Instance Area at 0.00123 mm2
* Post-layout period usage at 1.00
* I/O Buffers at 21
* Flop area at 0 um2
* Cell type with the largest total area: mux2i_1
* Die Wd at 80 um
* Fa+ha+maj area frac at 0
* GRT Overall Usage at 0.0805
* Max capacitance violation total at 0
* Int Pwr at 164 uW
* Avg Inst Size Synth at 7.22 um2
* WL final at 2.67 mm
* Wire per inst at 15.2 um
* Worst setup margin at -0.000220 ns
* Crit end category: primary output
* Cell with the most instances after synthesis: mux2i_1
* IO Count at 21
* Initial Utilization at 0.205
* Placed Instance Area at 977 um2
* First-pass GRT wire length at 4.36 mm
* Seq share, synth at 0
* Status: complete, but fails checks
* Total gr overflow at 0
* Seq cells at 0
* Unique cell types at 28
* Min Tclk post-route at 1.90 ns
* Startpoint types: input port
* Worst-path fanout max at 5
* Layout area overhead at 75.0%
* Vias in the first global route at 876
* Worst Path Arrival at 1.52 ns
* Final hold vios at 0
* DRT iter0 DRCs at 72
* Crit-path slowest cell: mux2_2
* Top-area cell share at 0.186
* Die y size at 80 um
* Post-route ant nets at 0
* Clk pwr share at 0
* Flop pwr share at 0
* Setup violations, final at 1
* Logic pwr share at 1.000
* Diodes inserted at 0
* Pins Over Slew Limit at 0
* Cell count after synthesis at 97
* Top cells by area: mux2i_1 19%, buf_4 11%, a211oi_2 7.1%, a31oi_1 7.1%, buf_12 5.7%
* Leak Pwr at 0.000535 uW
* Switching Fraction at 0.451
* Std cell rows at 21
* Failing checks: setup timing
* Slew headroom at 0.808
* Post-detail-place hpwl at 1.70 mm
* Clock buffer cells at 0
* Initial antenna violation count at 0
* Cells along the critical path: clkbuf_4, buf_6, mux2_2, a31oi_1, o22ai_1, dlygate4sd2_1
* Pwr/cell area at 244 mW/mm2
* Synth cell count leaders: 13 x mux2i_1, 10 x buf_4, 8 x a31oi_1
* Max VDD drop at 0.106 mV
* Mapped cell area at 701 um2
* DR vias at 899
* Synthesis area per yosys at 701 um2
* Slowest stage delay, CP at 0.34 ns
* Area fraction in mux cells at 0.218
* Post-Synth XOR/XNOR Area at 0
==> logic make-up (layout without fill, tap and decap cells) <==
family | count (synthesis) | in the layout
buf+inv | 22 | 55
compound gates | 30 | 30
simple gates | 30 | 30
mux | 15 | 15
==> path summary, 6_finish.rpt <==
kind              startpoint  cells after the start  endpoint  slack, ns
setup / recovery    shift[1]                      6   dout[0]    -0.0002
hold / removal           dir                      6   dout[3]       1.32
==> critical path, delay by kind of cell <==
family / cells / cell delay [ns]
AOI/OAI and AO/OA: 2 / 0.25
muxes: 1 / 0.34
buffers and inverters: 3 / 0.55
==> routing by layer <==
layer / vias to the layer above / wire, um / global-route usage
li1: 427 / - / -
met1: 414 / 1230 / 0.116
met2: 56 / 1230 / 0.131
met3: 2 / 208 / 0.00909
met4: 0 / 2 / 0.00352
met5: - / 0 / 0
==> power by group through the flow <==
| stage | logic, uW | clock network [uW] | registers, uW |
|---|---|---|---|
| final | 299 | 0 | 0 |
| after global routing | 319 | 0 | 0 |
| after CTS | 286 | 0 | 0 |
==> cell usage in the layout (no fill, tap or decap), types with 2 or more instances in the layout <==
cell type        instances
nor3_1                   3
buf_2                    7
a21oi_1                  2
dlygate4sd2_1            7
buf_12                   4
buf_6                    7
nor2_1                   7
inv_1                    4
nand3_1                  3
or3_1                    2
nand2b_1                 2
buf_8                    2
a211oi_4                 3
clkdlybuf4s15_2          2
a31oi_1                  6
o21ai_0                  4
mux2i_4                  2
nand2_1                  7
mux2i_1                 10
a211oi_2                 2
a31oi_2                  2
buf_4                   17
o211ai_1                 3
o22ai_1                  3
==> metrics by stage <==
| stage | worst slack [ns] | hold slack (ns) | instances | power [uW] | utilization |
|---|---|---|---|---|---|
| after floorplan | 0.211 | 1.04 | 97 | 145 | - |
| after global placement | -0.725 | 1.89 | 165 | 231 | 0.286 |
| after detailed placement | -0.739 | 1.91 | 165 | 233 | 0.286 |
| after CTS | 0.00158 | 1.34 | 176 | 286 | 0.353 |
| after global routing | -0.0944 | 1.38 | 176 | 319 | 0.359 |
| final | -0.000220 | 1.32 | 176 | 299 | 0.359 |
==> area by class of cell <==
class	instances	area, um2
inverters	5	18.8
repair buffers	50	508
fillers	340	2190
well taps	46	57.6
multi-input cells	75	642
==> what timing repair did <==
action	CTS	global route
gates resized	85	7
hold buffers	0	0
pin swaps	15	4
setup endpoints to repair	8	8
gates cloned	3	0
buffers inserted	9	0
Power is estimated from default activity; no workload was simulated.
