==> design/flow/design.v <==
module LSFR(
    input [7:0] init,
    input clk,
    input rst,
    output [7:0] out
);
    wire [2:0] shiftOp;
    shift ins(
        .in(^{out[4:2],out[0]}),
        .clk(clk),
        .shiftOp(shiftOp),
        .shiftIn(init),
        .out(out)
    );
    assign shiftOp = rst ? 3'b001 : 3'b101;
endmodule
module dff(
    input clk,
    input d,
    output reg q
);
    always @(posedge clk) begin
        q<=d;
    end
endmodule  
module shift(
    input in,
    input clk,
    input [2:0] shiftOp,
    input [7:0] shiftIn,
    output reg [7:0] out
);  
    wire d1, d2, d3, d4, d5, d6, d7, d8;
    wire q1, q2, q3, q4, q5, q6, q7, q8;
    assign out = {q8, q7, q6, q5, q4, q3, q2, q1};
    assign d1 = shiftOp == 3'b000 ? 0 :  
                shiftOp == 3'b001 ? shiftIn[0] :  
                shiftOp == 3'b010 ? q2 :  
                shiftOp == 3'b011 ? 0 :   
                shiftOp == 3'b100 ? q2 :  
                shiftOp == 3'b101 ? q2 :  
                shiftOp == 3'b110 ? q2 :  
                shiftOp == 3'b111 ? q8 : 0;  
    assign d2 = shiftOp == 3'b000 ? 0 :  
                shiftOp == 3'b001 ? shiftIn[1] :  
                shiftOp == 3'b010 ? q3 :  
                shiftOp == 3'b011 ? q1 :   
                shiftOp == 3'b100 ? q3 :  
                shiftOp == 3'b101 ? q3 :  
                shiftOp == 3'b110 ? q3 :  
                shiftOp == 3'b111 ? q1 : 0;  
    assign d3 = shiftOp == 3'b000 ? 0 :  
                shiftOp == 3'b001 ? shiftIn[2] :  
                shiftOp == 3'b010 ? q4 :  
                shiftOp == 3'b011 ? q2 :   
                shiftOp == 3'b100 ? q4 :  
                shiftOp == 3'b101 ? q4 :  
                shiftOp == 3'b110 ? q4 :  
                shiftOp == 3'b111 ? q2 : 0;  
    assign d4 = shiftOp == 3'b000 ? 0 :  
                shiftOp == 3'b001 ? shiftIn[3] :  
                shiftOp == 3'b010 ? q5 :  
                shiftOp == 3'b011 ? q3 :   
                shiftOp == 3'b100 ? q5 :  
                shiftOp == 3'b101 ? q5 :  
                shiftOp == 3'b110 ? q5 :  
                shiftOp == 3'b111 ? q3 : 0;  
    assign d5 = shiftOp == 3'b000 ? 0 :  
                shiftOp == 3'b001 ? shiftIn[4] :  
                shiftOp == 3'b010 ? q6 :  
                shiftOp == 3'b011 ? q4 :   
                shiftOp == 3'b100 ? q6 :  
                shiftOp == 3'b101 ? q6 :  
                shiftOp == 3'b110 ? q6 :  
                shiftOp == 3'b111 ? q4 : 0;  
    assign d6 = shiftOp == 3'b000 ? 0 :  
                shiftOp == 3'b001 ? shiftIn[5] :  
                shiftOp == 3'b010 ? q7 :  
                shiftOp == 3'b011 ? q5 :   
                shiftOp == 3'b100 ? q7 :  
                shiftOp == 3'b101 ? q7 :  
                shiftOp == 3'b110 ? q7 :  
                shiftOp == 3'b111 ? q5 : 0;  
    assign d7 = shiftOp == 3'b000 ? 0 :  
                shiftOp == 3'b001 ? shiftIn[6] :  
                shiftOp == 3'b010 ? q8 :  
                shiftOp == 3'b011 ? q6 :   
                shiftOp == 3'b100 ? q8 :  
                shiftOp == 3'b101 ? q8 :  
                shiftOp == 3'b110 ? q8 :  
                shiftOp == 3'b111 ? q6 : 0;  
    assign d8 = shiftOp == 3'b000 ? 0 :  
                shiftOp == 3'b001 ? shiftIn[7] :  
                shiftOp == 3'b010 ? 0 :  
                shiftOp == 3'b011 ? q7 :   
                shiftOp == 3'b100 ? q8 :  
                shiftOp == 3'b101 ? in :  
                shiftOp == 3'b110 ? q1 :  
                shiftOp == 3'b111 ? q7 : 0;  
    dff dff1(
        .clk(clk),
        .d(d1),
        .q(q1)
    );
    dff dff2(
        .clk(clk),
        .d(d2),
        .q(q2)
    );
    dff dff3(
        .clk(clk),
        .d(d3),
        .q(q3)
    );
    dff dff4(
        .clk(clk),
        .d(d4),
        .q(q4)
    );
    dff dff5(
        .clk(clk),
        .d(d5),
        .q(q5)
    );
    dff dff6(
        .clk(clk),
        .d(d6),
        .q(q6)
    );
    dff dff7(
        .clk(clk),
        .d(d7),
        .q(q7)
    );
    dff dff8(
        .clk(clk),
        .d(d8),
        .q(q8)
    );
endmodule  
==> design/flow/run.sh <==
#!/bin/bash
# OpenROAD 26Q1-2900-gdf79404cd8, Yosys 0.63+post, stock flow scripts
make -C /OpenROAD-flow-scripts/flow DESIGN_CONFIG=/design/flow/config.mk WORK_HOME=/design/flow/orfs finish
==> design/flow/config.mk <==
export PLATFORM = sky130hd
export DESIGN_NAME = LSFR
export DESIGN_NICKNAME = LSFR
export VERILOG_FILES = /design/flow/design.v
export SDC_FILE = /design/flow/constraint.sdc
export NUM_CORES = 4
export LEC_CHECK = 1
export CORE_AREA = 10 10 70 70
export DIE_AREA = 0 0 80 80
==> design/flow/constraint.sdc <==
current_design LSFR

set clk_period 1.9
set clk_io_pct 0.2

create_clock -name clk0 -period $clk_period [get_ports {clk}]

set non_clock_inputs [all_inputs -no_clocks]
set_input_delay [expr $clk_period * $clk_io_pct] -clock clk0 $non_clock_inputs
set_output_delay [expr $clk_period * $clk_io_pct] -clock clk0 [all_outputs]
==> CHANGELOG.md <==
## Flow update

- Status: completed
- Endpoint of the worst register-to-register path: ins.dff8.q$_DFF_P_
- Tool Warnings: 25
- Fraction of synthesized cell area in xor and xnor cells: 7.749%
- Wire length of the first global-routing pass: 1228 µm
- CTS tree: yes
- Start-to-end type of the worst setup path: reg -> out
- Depth of the most critical reg-to-reg path: 3
- Mapped Cells: 29
- Drt first-iter violations: 8
- Seq cells post-synth: 8
- Adders+Majority by Area: 0%
- Final hold violations: 0
- Number of pins with negative max-slew slack in the final report: 0
- Startpoint of the most critical hold path: ins.dff2.q$_DFF_P_
- Complex-gate fraction of the synthesized area: 1.476%
- Via-per-instance ratio: 2.419
- Layout Utilization: 15.35%
- Root Buffer Master: clkbuf_4
- Clock transition at the register clock pins on the worst setup and hold paths after CTS: 0.05 ns
- Cell with the biggest individual delay on the critical path: clkdlybuf4s50_1
- Number of antenna violations at the first check in global routing: 0
- Crit path DRT: 1.52 ns
- Sum of negative setup slack: 0 ns
- Number of stages on the worst hold path: 1
- Startpoint of the most critical register-to-register path: ins.dff3.q$_DFF_P_
- Routed Antenna Nets: 0
- Hold Buf Count CTS: 0
- Area taken by flip-flops and latches: 160.2 µm²
- Number of clock sinks: 8
- Iteration count of the initial detailed-routing pass: 2
- Final setup vio count: 0
- Number of vias in the routed layout: 208
- Comb area leader: multiplexers
- Antenna diode count: 0
- Number of unique standard cell types used by synthesis: 7
- Gpl congestion: 0.6610
- Effective utilization at floorplan: 9.927%
- Number of levels the H-tree was split into: 1
- Placed cell count: 83
- Final WL: 832 µm
- Horizontal die dimension: 80 µm
- Synthesized area per cell: 11.69 µm²
- # Max-Cap Violations: 0
- CP arrival: 1.11 ns
- Clock buffer depth: 2
- Cell count in the Yosys report: 29
- Area share of and/or/nand/nor cells after synthesis: 1.107%
- Clk_skew: 0.0002892 ns
- Multi-input logic area: 113.9 µm²
- Highest achievable clock rate: 670.2 MHz
- Max Fanout on Critical Path: 3
- Die outline height: 80 µm
- Maximum number of pins on one net before global-route repair: 10
- Core region area: 3416 µm²
- Remaining design rule violation count: 0
- Worst path buffer plus inverter count: 1
- Count of port buffers added during placement: 17
- Number of top-level design ports: 18
- Critical path, cell by cell: clkdlybuf4s50_1
- Setup bufs post-CTS: 0
- Share of cell area taken by muxes after synthesis: 23.25%
- Setup slack of the worst register-to-register path: 1.05 ns
- Final period demand of the worst path: 1.492 ns
- Post-synth design cell area: 339.1 µm²
- Chip area from the yosys synthesis statistics: 339.1 µm²
- Sink of the worst hold path: ins.dff1.q$_DFF_P_
- Kind of cell with the highest combined delay on the critical path: buffers and inverters
- Number of cells on the critical path: 1
- Non-filler instance count after layout: 86
- Crit path launch type: flip-flop
- Number of placement rows: 21
- Clock latency of the later-clocked register in the worst-skew pair: 0.24 ns
- Post-DR wirelength/cell: 9.674 µm
- Fill cell instance count of the final layout: 389
- Type of the worst min-delay path: reg -> reg
- Power density over cell area: 815.8 nW/µm²
- Leakage Power: 0.1851 nW
- Yosys warning tally: 2
- Overall Global Routing Usage: 2.555%
- Pin slew with the least headroom to its limit: 0.4161 ns
- Number of global-route vias before repair: 251
- Number of gates resized after CTS: 0
- Gr ovfl total: 0
- Fraction of final layout cells sized beyond drive strength 1: 25.00%
- Inserted Clock Buffers: 3
- IR Drop Worst-Case VDD: 0.1386 mV
- Critical Path Max Stage Delay: 0.50 ns
- Chip Footprint: 6400 µm²
- Share of the clock period used by the worst path after layout: 78.53%
- Category of the worst setup path capture point: output port
- Sequential element share of the synthesized area: 47.23%
- Layout Area Growth over Synthesis: 54.61%
- Normalized max-slew margin: 72.18%
- Setup repair after global routing missed its margin: false
metrics by stage:
stage               instance area [µm²]  total power, mW  worst slack, ns  hold slack, ns
finish                            524.3           0.4277           0.4080          0.4842
global placement                  501.7           0.3107           0.3075          0.4700
detailed placement                501.7           0.3106           0.2884          0.4779
CTS                               524.3           0.4385           0.3839          0.4899
global route                      524.3           0.4531           0.3409          0.5172
floorplan                         339.1           0.2690           0.8986          0.4591
per-layer routing:
layer / wire length, µm / share of wire, % / GRT usage, % / up-vias
met5: 0 / 0 / 0 / -
met4: 13 / 1.6 / 0.7042 / 0
met3: 137 / 16 / 2.500 / 2
met2: 340 / 41 / 3.371 / 10
met1: 341 / 41 / 2.815 / 86
li1: - / - / - / 110
synthesized netlist by cell type:
cell type	n	area, µm²
buf_2	1	5.000
buf_4	8	60.06
dfxtp_1	8	160.2
mux2_2	7	78.83
nand2_1	1	3.750
o21ai_1	1	5.000
xnor2_1	3	26.28
power breakdown:
part           total [mW]  internal [mW]  leakage, nW  switching, mW
sequential          0.206          0.191       0.0675         0.0142
clock               0.124         0.0719       0.0138         0.0517
combinational      0.0985         0.0781        0.104         0.0204
total               0.428          0.341        0.185         0.0863
registers in the layout, indices dropped and copies added (netlist names):
| signal | flops |
|---|---|
| ins.dff7.q | 1 |
| ins.dff6.q | 1 |
| ins.dff8.q | 1 |
| ins.dff3.q | 1 |
| ins.dff1.q | 1 |
| ins.dff5.q | 1 |
| ins.dff4.q | 1 |
| ins.dff2.q | 1 |
worst max path at each step:
stage / end / from / slack, ns
after CTS: out[4] / ins.dff5.q$_DFF_P_ / 0.38
after global routing: out[4] / ins.dff5.q$_DFF_P_ / 0.34
final: out[4] / ins.dff5.q$_DFF_P_ / 0.41
cell usage in the layout (no fill, tap or decap):
cell / instances
xnor2_1: 3
clkdlybuf4s50_1: 17
nand2_1: 1
dfxtp_1: 8
mux2_2: 7
o21ai_1: 1
clkbuf_4: 3
cells by family (layout without fill, tap and decap cells):
logic type,Yosys count,count (layout)
flops,8,8
buf+inv,9,20
xor+xnor,3,3
mux,7,7
compound gates,1,1
simple gates,1,1
layout make-up:
cell class | count | share of cell area [%]
sequential | 8 | 30.55
clock buffer | 3 | 4.296
multi-input combinational | 12 | 21.72
tap | 46 | 10.98
timing repair buffer | 17 | 32.46
Power figures rest on the tool's default switching activity, not on a simulated workload.
