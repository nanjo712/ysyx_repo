$ cat ./config.mk
export PLATFORM = sky130hd
export DESIGN_NAME = KeyboardDisplay
export DESIGN_NICKNAME = KeyboardDisplay
export VERILOG_FILES = /design/flow/design.v
export SDC_FILE = /design/flow/constraint.sdc
export NUM_CORES = 4
export LEC_CHECK = 1
export CORE_UTILIZATION = 50
$ cat ./constraint.sdc
current_design KeyboardDisplay

set clk_period 7.3
set clk_io_pct 0.2

create_clock -name clk0 -period $clk_period [get_ports {clk}]

set non_clock_inputs [all_inputs -no_clocks]
set_input_delay [expr $clk_period * $clk_io_pct] -clock clk0 $non_clock_inputs
set_output_delay [expr $clk_period * $clk_io_pct] -clock clk0 [all_outputs]
$ cat ./design.v
module KeyboardDisplay(
    input clk,
    input rst,
    input ps2_clk,
    input ps2_data,
    output overflow,
    output [6:0] seg7_1,
    output [6:0] seg7_2,
    output [6:0] seg7_3,
    output [6:0] seg7_4,
    output [6:0] seg7_5,
    output [6:0] seg7_6
);
    wire [7:0] data;
    wire ready;
    reg nextdata_n;
    PS2Keyboard ins(
        .clk(clk),
        .clrn(~rst),
        .ps2_clk(ps2_clk),
        .ps2_data(ps2_data),
        .data(data),
        .ready(ready),
        .nextdata_n(nextdata_n),
        .overflow(overflow)
    );
    reg [2:0] seg7_en;
    reg [3:0] seg7_1_in;
    reg [3:0] seg7_2_in;
    reg [3:0] seg7_3_in;
    reg [3:0] seg7_4_in;
    reg is_break;
    reg [7:0] press_count;
    Seg7Decoder seg7_1_ins(
        .in(seg7_1_in),
        .en(seg7_en[0]),
        .out(seg7_1)
    );
    Seg7Decoder seg7_2_ins(
        .in(seg7_2_in),
        .en(seg7_en[0]),
        .out(seg7_2)
    );
    Seg7Decoder seg7_3_ins(
        .in(seg7_3_in),
        .en(seg7_en[1]),
        .out(seg7_3)
    );
    Seg7Decoder seg7_4_ins(
        .in(seg7_4_in),
        .en(seg7_en[1]),
        .out(seg7_4)
    );
    ScanCodeToASCII table_ins(
        .scan_code({seg7_2_in, seg7_1_in}),
        .ascii_code({seg7_4_in, seg7_3_in})
    );
    Seg7Decoder seg7_5_ins(
        .in(press_count[3:0]),
        .en(seg7_en[2]),
        .out(seg7_5)
    );
    Seg7Decoder seg7_6_ins(
        .in(press_count[7:4]),
        .en(seg7_en[2]),
        .out(seg7_6)
    );
    always @(posedge clk) begin
        if (rst) begin
            seg7_en <= 3'b000;
            seg7_1_in <= 4'b0000;
            seg7_2_in <= 4'b0000;
            nextdata_n <= 1;
            press_count <= 0;
        end 
        else 
        begin
            if (nextdata_n == 0) begin
                nextdata_n <= 1;
            end else
            if (ready) begin
                if (data == 8'hF0) begin
                    seg7_en <= 3'b100;
                    seg7_1_in <= 4'b0000;
                    seg7_2_in <= 4'b0000;
                    is_break <= 1;
                end
                else if (is_break) begin
                    is_break <= 0;
                end
                else begin
                    if (data != {seg7_2_in, seg7_1_in}) begin
                        press_count <= press_count + 1;
                    end
                    seg7_en <= 3'b111;
                    seg7_1_in <= data[3:0];
                    seg7_2_in <= data[7:4];
                end
                nextdata_n <= 0;
            end
        end
    end
endmodule  
module MuxKeyInternal #(NR_KEY = 2, KEY_LEN = 1, DATA_LEN = 1, HAS_DEFAULT = 0) (
  output reg [DATA_LEN-1:0] out,
  input [KEY_LEN-1:0] key,
  input [DATA_LEN-1:0] default_out,
  input [NR_KEY*(KEY_LEN + DATA_LEN)-1:0] lut
);
  localparam PAIR_LEN = KEY_LEN + DATA_LEN;
  wire [PAIR_LEN-1:0] pair_list [NR_KEY-1:0];
  wire [KEY_LEN-1:0] key_list [NR_KEY-1:0];
  wire [DATA_LEN-1:0] data_list [NR_KEY-1:0];
  generate
    for (genvar n = 0; n < NR_KEY; n = n + 1) begin
      assign pair_list[n] = lut[PAIR_LEN*(n+1)-1 : PAIR_LEN*n];
      assign data_list[n] = pair_list[n][DATA_LEN-1:0];
      assign key_list[n]  = pair_list[n][PAIR_LEN-1:DATA_LEN];
    end
  endgenerate
  reg [DATA_LEN-1 : 0] lut_out;
  reg hit;
  integer i;
  always @(*) begin
    lut_out = 0;
    hit = 0;
    for (i = 0; i < NR_KEY; i = i + 1) begin
      lut_out = lut_out | ({DATA_LEN{key == key_list[i]}} & data_list[i]);
      hit = hit | (key == key_list[i]);
    end
    if (!HAS_DEFAULT) out = lut_out;
    else out = (hit ? lut_out : default_out);
  end
endmodule
module MuxKeyWithDefault #(NR_KEY = 2, KEY_LEN = 1, DATA_LEN = 1) (
  output [DATA_LEN-1:0] out,
  input [KEY_LEN-1:0] key,
  input [DATA_LEN-1:0] default_out,
  input [NR_KEY*(KEY_LEN + DATA_LEN)-1:0] lut
);
  MuxKeyInternal #(NR_KEY, KEY_LEN, DATA_LEN, 1) i0 (out, key, default_out, lut);
endmodule
module PS2Keyboard(clk,clrn,ps2_clk,ps2_data,data,
                    ready,nextdata_n,overflow);
    input clk,clrn,ps2_clk,ps2_data;
    input nextdata_n;
    output [7:0] data;
    output reg ready;
    output reg overflow;      
    reg [9:0] buffer;         
    reg [7:0] fifo[7:0];      
    reg [2:0] w_ptr,r_ptr;    
    reg [3:0] count;   
    reg [2:0] ps2_clk_sync;
    always @(posedge clk) begin
        ps2_clk_sync <=  {ps2_clk_sync[1:0],ps2_clk};
    end
    wire sampling = ps2_clk_sync[2] & ~ps2_clk_sync[1];
    always @(posedge clk) begin
        if (clrn == 0) begin  
            count <= 0; w_ptr <= 0; r_ptr <= 0; overflow <= 0; ready<= 0;
        end
        else begin
            if ( ready ) begin  
                if(nextdata_n == 1'b0)  
                begin
                    r_ptr <= r_ptr + 3'b1;
                    if(w_ptr==(r_ptr+1'b1))  
                        ready <= 1'b0;
                end
            end
            if (sampling) begin
              if (count == 4'd10) begin
                if ((buffer[0] == 0) &&   
                    (ps2_data)       &&   
                    (^buffer[9:1])) begin       
                    fifo[w_ptr] <= buffer[8:1];   
                    w_ptr <= w_ptr+3'b1;
                    ready <= 1'b1;
                    overflow <= overflow | (r_ptr == (w_ptr + 3'b1));
                end
                count <= 0;      
              end else begin
                buffer[count] <= ps2_data;   
                count <= count + 3'b1;
              end
            end
        end
    end
    assign data = fifo[r_ptr];  
endmodule
module ScanCodeToASCII(
    input [7:0] scan_code,
    output [7:0] ascii_code
);
    MuxKeyWithDefault #(26, 8, 8) ins(
        .out(ascii_code),
        .key(scan_code),
        .default_out(8'hFF),
        .lut({
            8'h1c, 8'h61,
            8'h32, 8'h62,
            8'h21, 8'h63,
            8'h23, 8'h64,
            8'h24, 8'h65,
            8'h2b, 8'h66,
            8'h34, 8'h67,
            8'h33, 8'h68,
            8'h43, 8'h69,
            8'h3b, 8'h6a,
            8'h42, 8'h6b,
            8'h4b, 8'h6c,
            8'h3a, 8'h6d,
            8'h31, 8'h6e,
            8'h44, 8'h6f,
            8'h4d, 8'h70,
            8'h15, 8'h71,
            8'h2d, 8'h72,
            8'h1b, 8'h73,
            8'h2c, 8'h74,
            8'h3c, 8'h75,
            8'h2a, 8'h76,
            8'h1d, 8'h77,
            8'h22, 8'h78,
            8'h35, 8'h79,
            8'h1a, 8'h7a
        })
    );
endmodule  
module Seg7Decoder(
    input [3:0] in,
    input en,
    output [6:0] out
);
    assign out = en ?
                 in == 4'b0000 ? 7'b1000000 :
                 in == 4'b0001 ? 7'b1111001 :
                 in == 4'b0010 ? 7'b0100100 :
                 in == 4'b0011 ? 7'b0110000 :
                 in == 4'b0100 ? 7'b0011001 :
                 in == 4'b0101 ? 7'b0010010 :
                 in == 4'b0110 ? 7'b0000010 :
                 in == 4'b0111 ? 7'b1111000 :
                 in == 4'b1000 ? 7'b0000000 :
                 in == 4'b1001 ? 7'b0010000 :
                 in == 4'b1010 ? 7'b0001000 :
                 in == 4'b1011 ? 7'b0000011 :
                 in == 4'b1100 ? 7'b1000110 :
                 in == 4'b1101 ? 7'b0100001 :
                 in == 4'b1110 ? 7'b0000110 :
                 in == 4'b1111 ? 7'b0001110 :
                 7'b1111111 : 7'b1111111;  
endmodule  
$ cat ./run.sh
#!/bin/bash
# OpenROAD 26Q1-2900-gdf79404cd8, Yosys 0.63+post, stock flow scripts
make -C /OpenROAD-flow-scripts/flow DESIGN_CONFIG=/design/flow/config.mk WORK_HOME=/design/flow/orfs finish
==> flow_metrics.env <==
# flow metrics
export IMPL_status="completed"
export IMPL_p_leak_nw=2.46
export IMPL_synth_area_sq_mm=0.00678
export IMPL_hold_ws_ps=338
export IMPL_die_area_sq_mm=0.0140
export IMPL_common_cells="edfxtp_1 (75), nor2_1 (59), nand2_1 (51), o21ai_0 (51), dfxtp_1 (37)"
export IMPL_powerDensity_mw_per_mm2=157
export IMPL_synth_flops=112
export IMPL_yosysUniqueCellTypes=71
export IMPL_grt_ovfl_total=0
export IMPL_wirelength_um=15100
export IMPL_crit_required_ps=5840
export IMPL_rows=42
export IMPL_vias=5376
export IMPL_ys_area_sq_mm=0.00678
export IMPL_drc=0
export IMPL_top_layer_used="met4"
export IMPL_place_congestion=0.930
export IMPL_grt_pass1_vias=4980
export IMPL_min_period_over_period=0.714
export IMPL_synth_dominant_cell_count="edfxtp_1"
export IMPL_area_leaders="edfxtp_1 (33%), dfxtp_1 (11%), mux2_2 (5.0%), o21ai_0 (3.8%), nor2_1 (3.3%)"
export IMPL_critPathTopFamily="AND-OR/OR-AND gates"
export IMPL_syn_inst=711
export IMPL_met2_length_um=6960
export IMPL_critPathArrivalTime_ps=3760
export IMPL_avgSynthCellArea_sq_um=9.54
export IMPL_post_cts_buffers=0
export IMPL_postSynthSeqShare=0.441
export IMPL_relSlewSlack=0.425
export IMPL_placement_io_buffers=46
export IMPL_synth_top_cell_by_area="edfxtp_1"
export IMPL_ys_cells=711
export IMPL_firstDrtPassIters=4
export IMPL_initCoreUtil=0.512
export IMPL_start_kind="flop"
export IMPL_cpPeakStageDelay_ps=790
export IMPL_synth_main_ff_cell="edfxtp_1"
export IMPL_core_sq_mm=0.0132
export IMPL_min_path_type="flop to flop"
export IMPL_path_class="flop to output pin"
export IMPL_drt_met1_wl_um=6850
export IMPL_via_per_inst=5.91
export IMPL_slew_viol_final=0
export IMPL_htreeDepth=3
export IMPL_path_cells="nor4b_1 -> mux2i_1 -> a2bb2oi_1 -> o2bb2ai_1 -> o21ba_2 -> mux2_4 -> a211o_1 -> clkdlybuf4s50_1"
export IMPL_worstMarginPinSlew_ps=859
export IMPL_grt_usage=0.232
export IMPL_ys_warn_count=3
export IMPL_fp_dieH_um=118
export IMPL_finalCriticalPeriod_ps=5220
export IMPL_rsz0062_at_grt="no"
export IMPL_wl_per_cell_um=16.6
export IMPL_edf_count=75
export IMPL_ys_async_sr_fraction=0
export IMPL_cts_tree="built"
export IMPL_cts_hold_buf=0
export IMPL_io_pins=47
export IMPL_cap_violations=0
export IMPL_clock_fmax_mhz=192
export IMPL_cts_root_buf="clkbuf_16"
export IMPL_drive_gt1_frac=0.0996
export IMPL_clk_pin_slew_ps=70
export IMPL_cpMaxStageDelayCell="dfxtp_1"
export IMPL_ant_nets=0
export IMPL_n_antenna_cell=0
export IMPL_setup_viol=0
export IMPL_worst_path_buf_inv=1
export IMPL_top_cell_area_share=0.332
export IMPL_grt_start_max_net_pins=45
export IMPL_clock_path_buffers=2
export IMPL_antenna_found_initial=0
export IMPL_area_growth_pct=12.2
export IMPL_grt_pass1_wl_um=24900
export IMPL_finalWorstSetupSlack_ps=2080
export IMPL_cp_max_fo=25
export IMPL_clk_latency_ps=350
export IMPL_end_kind="output pin"
export IMPL_cts_resized=0
export IMPL_vdd_ir_drop_max_mv=0.170
export IMPL_initialDrtViolationCount=481
export IMPL_hold_violations=0
export IMPL_hpwl_um=10800
export IMPL_place_ws_ps=2540
export IMPL_die_w_um=118
export IMPL_numCtsBuffers=9
export IMPL_openroad_warnings=32
export IMPL_setup_tns_ps=0
export IMPL_fin_skew_ps=10.5
export IMPL_met3_length_um=1050
export IMPL_cts_sinks=112
stage by stage:
stage                     std cells  instance area, sq um   util  total power, mW
final                           909                  7610  0.575             1.20
after global routing            909                  7610  0.575             1.23
after CTS                       909                  7610  0.575             1.21
after detailed placement        893                  7310  0.552            0.720
after global placement          893                  7310  0.552            0.720
after floorplan                 711                  6780      -            0.712
layout make-up:
class | count | area [sq um]
fillers | 1141 | 5630
repair buffers | 58 | 551
well taps | 176 | 220
inverters | 27 | 101
multi-input cells | 520 | 3440
clock inverters | 6 | 53.8
clock buffers | 10 | 250
flip-flops and latches | 112 | 2990
metal layers:
metal / vias up / GRT usage
met3: 13 / 0.0704
met2: 163 / 0.353
met5: - / 0
met1: 2484 / 0.358
li1: 2716 / -
met4: 0 / 0.0277
cell families (layout without fill, tap and decap cells):
| kind of cell | after synthesis | in the layout | synth area share |
|---|---|---|---|
| adder cells (fa/ha/maj) | 11 | 11 | 0.0203 |
| flip-flops | 112 | 112 | 0.441 |
| buffers and inverters | 79 | 101 | 0.0511 |
| AND/OR/NAND/NOR | 265 | 265 | 0.211 |
| XOR/XNOR | 24 | 24 | 0.0330 |
| AND-OR/OR-AND | 174 | 174 | 0.168 |
| multiplexers | 46 | 46 | 0.0758 |
path summary, 6_finish.rpt:
kind,from,end,slack (ps),depth (start not counted)
hold reg to reg,ins.ps2_clk_sync[0],ins.ps2_clk_sync[1],340,0
hold / removal,ins.ps2_clk_sync[0],ins.ps2_clk_sync[1],340,0
setup reg to reg,ins.count[0],ins.fifo[5][2],4320,8
setup / recovery,seg7_2_in[2],seg7_3[0],2080,8
placed cells by master, fill, tap and decap left out, types with 27 or more instances in the layout:
cell type	netlist	final
nand3_1	27	27
inv_1	27	27
a21oi_1	30	30
nor2_1	59	59
o21ai_0	51	51
dfxtp_1	37	37
nand2_1	51	51
clkdlybuf4s50_1	0	46
edfxtp_1	75	75
mux2_2	30	30
report_power, final:
group / internal, mW / total (mW) / switching [mW]
logic: 0.0107 / 0.0255 / 0.0148
registers: 0.674 / 0.680 / 0.00581
clock network: 0.272 / 0.491 / 0.220
total: 0.957 / 1.20 / 0.241
registers in the layout, indices dropped and copies added, names as in the netlist, named ones only:
| name | cells |
|---|---|
| seg7_2_in | 4 |
| is_break | 1 |
| ins.ps2_clk_sync | 3 |
| nextdata_n | 1 |
| press_count | 8 |
| ins.buffer | 10 |
| ins.ready | 1 |
| ins.count | 4 |
| ins.overflow | 1 |
| ins.r_ptr | 3 |
| seg7_1_in | 4 |
| ins.fifo | 64 |
| ins.w_ptr | 3 |
| seg7_en | 2 |
Power and IR drop assume default switching activity.
